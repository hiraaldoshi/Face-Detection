$ cat ./design.v
module ImageScaler(
input int BW_in,
input logic [8:0] ADDR_in,
input logic	[15:0] X_Cont,
input logic	[15:0] Y_Cont,
output logic [8:0] ADDR_out,
output int BW_out,
output logic VALID,
output logic DONE
);
int BW_out_local;
logic [8:0] ADDR_out_local;
logic VALID_local;
logic DONE_local;
always @(BW_in)
begin
	if (ADDR_in < 400)
		begin
			if (X_Cont <= 1120 && X_Cont >= 160)
				begin
					if ((X_Cont - 160) % 47 == 0 && Y_Cont % 47 == 0)
						begin
							BW_out_local = BW_in;
							ADDR_out_local = ADDR_in + 1;
							VALID_local = 1;
						end
				end
			else
				begin
					BW_out_local = 0;
					ADDR_out_local = ADDR_in;
					VALID_local = 0;
				end
			if (ADDR_in == 400)
				DONE_local = 1;
			else
				DONE_local = 0;
		end
	BW_out = BW_out_local;
	ADDR_out = ADDR_out_local;
	VALID = VALID_local;
	DONE = DONE_local;
end
endmodule 
$ cat ./constraint.sdc
current_design ImageScaler

set clk_period 6.7
set clk_io_pct 0.2

create_clock -name clk0 -period $clk_period

set non_clock_inputs [all_inputs -no_clocks]
set_input_delay [expr $clk_period * $clk_io_pct] -clock clk0 $non_clock_inputs
set_output_delay [expr $clk_period * $clk_io_pct] -clock clk0 [all_outputs]
$ cat ./run.sh
#!/bin/bash
# OpenROAD 26Q1-2900-gdf79404cd8, Yosys 0.63+post, stock flow scripts
make -C /OpenROAD-flow-scripts/flow DESIGN_CONFIG=/design/flow/config.mk WORK_HOME=/design/flow/orfs finish
$ cat ./config.mk
export PLATFORM = sky130hd
export DESIGN_NAME = ImageScaler
export DESIGN_NICKNAME = ImageScaler
export VERILOG_FILES = /design/flow/design.v
export SDC_FILE = /design/flow/constraint.sdc
export NUM_CORES = 4
export LEC_CHECK = 1
export CORE_AREA = 10 10 75 75
export DIE_AREA = 0 0 85 85
==> run summary <==
impl run done, here's what came out: Detail Route Antenna Nets=0, Pre-Place Util=13.4%, final critical-path required period=5510 ps, Post-DP Area=0.00157 mm2, first-pass GRT wire length=4.80 mm, Initial DRT Pass Iterations=2, critical path class=in2out, Tightest Pin Transition=900 ps, tool warnings=49, Combinational Area=503 um2, WP data arrival=4170 ps, FF/Latch Area=0 um2, Buffers & Inverters on Critical Path=2, Syn-to-layout area delta=189%, most used cell, CP=clkdlybuf4s50_1, Core ar.=0.00406 mm2, status=finished clean, Max Cap Viol=0, Tot Pwr=0.0521 mW, biggest area cells=and2_1, xor2_1, buf_6, Synth Seq Share=0%, routability cong.=0.762, crit share post-route=82.3%, post-layout util=38.8%, # setup viols final=0, unrepaired setup endpoints after global routing=false, Hold/Removal Path Class=in2out, slowest cell on the critical path=nor3_4, Post-CTS Hold Buffers=0, Clock Buffer Count=0, Avg Vias per Cell=4.04, Cells after Synth=77, fin. max-slew vios=0, Worst setup SP type=input pin, Die Span Y=85 um, Non-Filler Instances=224, yosys warning tally=1, post_cts resized=0, layout cell share with drive strength beyond 1=1.72%, Synth top area share=36.8%, post-CTS setup buffers=0, Power Density=33.1 mW/mm2, final instance area=0.00157 mm2, Netlist Area Pre-Place=544 um2, via total after detailed routing=905, final number of hold-violating endpoints=0, Mapped Avg Cell Area=7.07 um2, yosys stat area=544 um2, antenna violations before repair=0, CP Capture Type=output port, TNS Setup=0 ps, CP Max Fanout=35, ys cells=77, post-synth top area cell=and2_1, Req. time, crit path=5360 ps, Congestion Overflow GR=0, VDD IR max=0.0121 mV, Inserted Diodes=0, Total GRT Usage=7.75%, Max Clock Freq=181 MHz, DRC=0, final WL=3.09 mm, slowest stage delay, CP=700 ps, Top delay family on crit path=simple AND/OR/NAND/NOR gates, drt first-iter violations=12, Top Ports=116, DP HPWL=2.81 mm, die width=85 um, Fillers=399, PortBufs=100, vias in the first global route=942, Flops=0, largest net degree at the start of global routing=36, CP Cell Sequence=clkdlybuf4s50_1 -> or4_1 -> a211o_4 -> nor3_4 -> mux2_2 -> clkdlybuf4s50_1, Unique masters post-synth=23, row cnt=23, max_slew headroom=39.8%, Placed Cells=224, die area=0.00723 mm2, Lkg Pwr=0.573 nW, wire length per cell=13.8 um
-- metal layers --
metal  global-route usage [%]  share of wire, %
met4                        0                 0
met3                     3.95                14
met5                        0                 0
met1                     8.93                41
met2                     13.3                45
-- where the power goes --
| part | switching, mW | internal, mW |
|---|---|---|
| sequential | 0 | 0 |
| combinational | 0.0126 | 0.0395 |
| clock | 0 | 0 |
| total | 0.0126 | 0.0395 |
-- Yosys cell counts --
master    number
nand4b_1       1
nand3_1        3
xor2_1         7
nor3_1         3
inv_1          2
nor4b_1        3
nor2_1         2
and4_1         1
nor3_4         1
a211o_4        1
nor4_1         5
o31a_1         1
or4_1          1
mux2_2         1
nand4_1        1
nand2_1        3
o21ai_0        1
xnor2_1        1
ha_1           2
and2_1        32
a21oi_1        1
nand2b_1       1
buf_6          3
-- stage by stage --
| stage | setup WS (ps) | hold slack [ps] |
|---|---|---|
| finish | 1190 | 3590 |
| global route | 932 | 3620 |
| CTS | 1080 | 3600 |
| detailed placement | 1100 | 3600 |
| global placement | 1170 | 3610 |
| floorplan | 2580 | 2700 |
-- layout make-up --
type	instances	share of cell area (%)
Inverter	2	0.477
Multi-Input combinational cell	72	32.0
Tap cell	50	3.97
Timing Repair Buffer	100	63.6
-- layout by cell type (no fill, tap or decap) --
cell and count:
nor4b_1 3, a211o_4 1, ha_1 2, o21ai_0 1
mux2_2 1, nor3_1 3, nor3_4 1, nor4_1 5
o31a_1 1, xor2_1 7, inv_1 2, nor2_1 2
or4_1 1, xnor2_1 1, nand2_1 3, nand3_1 3
and2_1 32, nand4_1 1, nand2b_1 1, nand4b_1 1
a21oi_1 1, clkdlybuf4s50_1 100, and4_1 1
-- worst paths after layout --
check	startpoint	end	depth (start not counted)	slack [ps]
worst max-delay path	X_Cont[14]	ADDR_out[1]	6	1190
worst min-delay path	BW_in[20]	BW_out[20]	3	3590
-- cells by family (layout without fill, tap and decap cells) --
kind of cell | after synthesis | after routing | share of synthesized area, %
XOR/XNOR | 8 | 8 | 12.9
adder cells (fa/ha/maj) | 2 | 2 | 4.60
multiplexers | 1 | 1 | 2.07
buffers and inverters | 5 | 102 | 7.59
AND-OR/OR-AND | 4 | 4 | 6.67
AND/OR/NAND/NOR | 57 | 57 | 66.2
No activity file was given, so power comes from the tool's default toggle rates.
